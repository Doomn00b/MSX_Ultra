<file path="config.mk">
export PLATFORM = sky130hd
export DESIGN_NAME = msxusb
export DESIGN_NICKNAME = msxusb
export VERILOG_FILES = /design/flow/design.v
export SDC_FILE = /design/flow/constraint.sdc
export NUM_CORES = 4
export LEC_CHECK = 1
export CORE_AREA = 10 10 104 104
export DIE_AREA = 0 0 114 114
</file>
<file path="constraint.sdc">
current_design msxusb

set clk_period 1.4
set clk_io_pct 0.2

create_clock -name clk0 -period $clk_period

set non_clock_inputs [all_inputs -no_clocks]
set_input_delay [expr $clk_period * $clk_io_pct] -clock clk0 $non_clock_inputs
set_output_delay [expr $clk_period * $clk_io_pct] -clock clk0 [all_outputs]
</file>
<file path="design.v">
module msxusb (in_a7_a0,in_a15_a13_a12,data,iorq_n,rd_n,wr_n,sltsl_n,reset_n,cs_ch376s_n,busdir,out_a13_a18);
	input [7:0] in_a7_a0;
	input [2:0] in_a15_a13_a12;
	input [5:0] data;
	input iorq_n,rd_n,wr_n,sltsl_n,reset_n;
	output cs_ch376s_n;
	output busdir;
	output [5:0] out_a13_a18;
	ch376 CH376 (in_a7_a0,iorq_n,rd_n,cs_ch376s_n,busdir);
	scc_rom_mapper ROM_MAPPER (rd_n,wr_n,sltsl_n,reset_n,in_a15_a13_a12,data,out_a13_a18);
endmodule
module ch376 (io_address,iorq_n,rd_n,cs_ch376s_n,busdir);
	input [7:0] io_address;
	input iorq_n,rd_n;
	output cs_ch376s_n;
	output busdir;
	assign cs_ch376s_n = !(((io_address == 8'h10)||(io_address == 8'h11)) && iorq_n==0);
	assign busdir = cs_ch376s_n || rd_n;
endmodule
module scc_rom_mapper (rd_n,wr_n,sltsl_n,reset_n,a15_a13_a12,data,address_upper);
	input [2:0] a15_a13_a12;
	input [5:0] data;
	input rd_n,wr_n,sltsl_n,reset_n;
	output reg [5:0] address_upper = 0;
	reg [5:0] mem0;
	reg [5:0] mem1;
	reg [5:0] mem2;
	reg [5:0] mem3;
	initial begin
		mem0 = 6'b000000;
		mem1 = 6'b000001;
		mem2 = 6'b000010;
		mem3 = 6'b000011;
	end
	wire WE;
	assign WE = !reset_n || (!sltsl_n && !wr_n);
	wire ADDR_SEL;
	assign ADDR_SEL = !sltsl_n && (!wr_n || !rd_n);
	always @(posedge ADDR_SEL) begin
		case(a15_a13_a12[2:1])
			2'b00: address_upper = mem0;
			2'b01: address_upper = mem1;
			2'b10: address_upper = mem2;
			2'b11: address_upper = mem3;
		endcase   
	end
	always @(posedge WE) begin
		if (!reset_n) begin
			mem0 = 6'b000000;
			mem1 = 6'b000001;
			mem2 = 6'b000010;
			mem3 = 6'b000011;
		end
		if (!sltsl_n) begin
			case(a15_a13_a12)
				3'b001: mem0 = data;
				3'b011: mem1 = data;
				3'b101: mem2 = data;
				3'b111: mem3 = data;
				default: ;
			endcase   
		end
	end
endmodule
</file>
<file path="run.sh">
#!/bin/bash
# OpenROAD 26Q1-2900-gdf79404cd8, Yosys 0.63+post, stock flow scripts
make -C /OpenROAD-flow-scripts/flow DESIGN_CONFIG=/design/flow/config.mk WORK_HOME=/design/flow/orfs finish
</file>
==> flow_metrics.tcl <==
# flow metrics
set metrics [dict create \
    status "finished clean" \
    slew_viol_final 0 \
    syn_inst 107 \
    yosys_warnings 1 \
    diodes 0 \
    min_path_type "in2out" \
    hpwl_um 2050 \
    finalSetupViolations 0 \
    synth-edff-count 0 \
    untimed_endpoints 36 \
    pre_cts_slack_ps -488 \
    routed_wl_um 2750 \
    chip_area_um2 13000 \
    setup_ws_ps 79.9 \
    startpoint "in_a7_a0[6]" \
    grt.total_usage_pct 4.18 \
    area_growth_pct 33.6 \
    synth_area_leader_cell "dfxtp_1" \
    leakagePower_nw 0.728 \
    p_int_w 0.000159 \
    ys_ff 30 \
    hold_viol_final 0 \
    rsz0062_at_grt "false" \
    synthTopCellsByArea "dfxtp_1 (49%), mux2i_1 (20%), mux4_2 (11%)" \
    tns_ps 0 \
    critPathMaxFanout 2 \
    p_sw_w 0.0000860 \
    holdPathStages 5 \
    layout-drive-gt1-share_pct 13.5 \
    avgSynthCellArea_um2 11.5 \
    min_period_ps 1320 \
    start_kind "input port" \
    cp-end-kind "primary output" \
    warnings 33 \
    gp_congestion 0.694 \
    wl_per_cell_um 11.4 \
    drt-initial-drc-count 37 \
    antenna_found_initial 0 \
    clockPowerShare_pct 0 \
    nFillCells 945 \
    placementRows 34 \
    ant_nets 0 \
    ys_seq_share_pct 48.9 \
    max_freq_ghz 0.758 \
    grt_pass1_vias 860 \
    dr.pass1.iters 4 \
    maxSlewHeadroom_pct 43.2 \
    crit_slowest_cell "nor4_4" \
    core_area_um2 8680 \
    unclocked_regs 30 \
    ir_drop_uv 60.1 \
    yosysTopAreaCellShare_pct 48.9 \
    die_w_um 114 \
    arrival_ps 1040 \
    p_comb_share_pct 71.6 \
    vias_per_cell 3.48 \
    holdPathEnd "cs_ch376s_n" \
    ys_chip_area_um2 1230 \
    grt_first_pass_wirelength_um 4500 \
    placed_cells 239 \
    worstPathRequired_ps 1120 \
    power_density_nw_per_um2 149 \
    ys.flop_type "dfxtp_1" \
    max-cap-violations 0 \
    finalClockPeriodUsage_pct 94.3 \
    grt_max_degree 26 \
    grt-ovfl-total 0 \
    max_stage_delay_ps 230 \
    synth_area_um2 1230 \
    stdcell_count 241 \
    yosysCellCount 107 \
    tightest_slew_ps 849 \
    switching_share_pct 35.1 \
    async_reset_ff_share_pct 0 \
    crit_chain "clkdlybuf4s15_1, nor4_4, buf_4, nand3b_1, buf_2" \
    io_pins 30 \
    hp-start "in_a7_a0[7]" \
    fin_hold_ws_ps 975 \
    route.detailed.drc 0 \
    fp_util_pct 14.2 \
    die_y_um 114 \
    ys_types 16 \
    power.share.sequential_pct 28.4 \
    top_cells_by_count "dfxtp_1 (30), mux2i_1 (24), nand2_1 (21), inv_1 (6), mux4_2 (6)" \
    yosysMostFrequentCell "dfxtp_1" \
    critical_path_class "in2out" \
    io_buffers 29 \
    num_vias 839 \
    cts_hold_buf 0 \
]
worst max path at each step:
stage / slack (ps) / cells after the start / to
4_1_cts: 10 / 5 / busdir
5_1_grt: 10 / 5 / busdir
6_report: 80 / 5 / busdir
state kept, by name, summed over array words and instances, names as in the netlist:
| signal | flops |
|---|---|
| ROM_MAPPER.address_upper | 6 |
| ROM_MAPPER.mem0 | 6 |
| ROM_MAPPER.mem3 | 6 |
| ROM_MAPPER.mem1 | 6 |
| ROM_MAPPER.mem2 | 6 |
layout make-up:
| class | count | area (µm²) | share of cell area [%] |
|---|---|---|---|
| repair buffers | 33 | 297 | 18.1 |
| well taps | 108 | 135 | 8.23 |
| multi-input cells | 64 | 587 | 35.7 |
| flip-flops and latches | 30 | 601 | 36.6 |
| inverters | 6 | 22.5 | 1.37 |
through the flow:
stage	cell area [µm²]	power, W	util, %
after floorplan	1230	0.000156	-
after global placement	1620	0.000246	18.7
after detailed placement	1620	0.000246	18.7
after CTS	1650	0.000251	19.0
after global routing	1640	0.000264	18.9
final	1640	0.000245	18.9
cells by family after synthesis:
group           Yosys count  share of synthesized area, %
simple gates             32                          14.0
mux                      30                          30.5
flops                    30                          48.9
buf+inv                  13                          5.80
compound gates            2                         0.814
layout by cell type (no fill, tap or decap), drive strengths merged:
cell type,netlist,layout
a21oi,1,1
buf,3,6
clkbuf,4,2
clkdlybuf4s15,0,2
clkdlybuf4s50,0,19
dfxtp,30,30
dlygate4sd2,0,4
inv,6,6
mux2i,24,24
mux4,6,6
nand2,21,21
nand3b,1,1
nand4b,1,1
nand4bb,2,2
nor2b,4,4
nor4,1,1
nor4b,1,1
o21ai,1,1
or4b,1,1
metal layers:
layer  routed length, µm  track usage (%)  up-vias
li1                    -                -      422
met1                1350             6.00      393
met3                 189            0.904        0
met4                   0                0        0
met5                   0                0        -
met2                1210             6.72       24
what timing repair did:
item                       CTS  global route
hold endpoints to repair     0             0
pin swaps                    4             1
setup endpoints to repair    2             2
gates resized               22             3
buffers inserted             2             0
critical path: cells and delay by family:
kind / cells / cell delay (ps)
AND/OR/NAND/NOR: 2 / 300
buffers and inverters: 3 / 470
power by group through the flow:
| stage | combinational, W | sequential [W] | clock [W] |
|---|---|---|---|
| final | 0.000175 | 0.0000695 | 0 |
| after global routing | 0.000193 | 0.0000709 | 0 |
| after CTS | 0.000181 | 0.0000697 | 0 |
No activity file was given, so power comes from the tool's default toggle rates.
