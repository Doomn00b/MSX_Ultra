`flow/run.sh`:
```
#!/bin/bash
# OpenROAD 26Q1-2900-gdf79404cd8, Yosys 0.63+post, stock flow scripts
make -C /OpenROAD-flow-scripts/flow DESIGN_CONFIG=/design/flow/config.mk WORK_HOME=/design/flow/orfs finish
```
`flow/config.mk`:
```
export PLATFORM = sky130hd
export DESIGN_NAME = ControlRegister
export DESIGN_NICKNAME = ControlRegister
export VERILOG_FILES = /design/flow/design.v
export SDC_FILE = /design/flow/constraint.sdc
export NUM_CORES = 4
export LEC_CHECK = 1
export CORE_AREA = 10 10 87 87
export DIE_AREA = 0 0 97 97
```
`flow/constraint.sdc`:
```
current_design ControlRegister

set clk_period 2.5
set clk_io_pct 0.2

create_clock -name clk0 -period $clk_period [get_ports {ReadSignal}]
create_clock -name clk1 -period $clk_period [get_ports {WriteSignal}]

set non_clock_inputs [all_inputs -no_clocks]
set_input_delay [expr $clk_period * $clk_io_pct] -clock clk0 $non_clock_inputs
set_output_delay [expr $clk_period * $clk_io_pct] -clock clk0 [all_outputs]
```
`flow/design.v`:
```
module ControlRegister (
inout [7:0]  Data,
input ReadSignal,
input WriteSignal,
input [5:0] cw0_i,
input [5:0] cw1_i,
input [5:0] cw2_i,
input [2:0] EnabStatusLatches_i,
output [5:0] cw0_o,
output [5:0] cw1_o,
output [5:0] cw2_o,
output reg [2:0]readback,
output [2:0] EnabStatusLatches_o
);
reg [7:0] ControlWord;
reg [7:0] DataOut;
reg [1:0] ControlWord0;
reg [1:0] ControlWord1;
reg [1:0] ControlWord2;
assign cw0_o = (ControlWord[7:6] == 2'b00) ? ControlWord[5:0] : cw0_i;
assign cw1_o = (ControlWord[7:6] == 2'b01) ? ControlWord[5:0]: cw1_i;
assign cw2_o = (ControlWord[7:6] == 2'b10) ? ControlWord[5:0] :cw2_i;
assign EnabStatusLatches_o = (ControlWord[7:6] == 2'b11 && ControlWord[4]==1'b0 ) ? ControlWord[3:1] : EnabStatusLatches_i;
always @(posedge WriteSignal) begin
	ControlWord = Data;
	if(ControlWord[7:6]==2'b11)
	begin
		if(ControlWord[1]==1'b1 && ControlWord[5]==1'b0)
			readback[0]=1'b1;
		if(ControlWord[2]==1'b1 && ControlWord[5]==1'b0)
			readback[1]=1'b1;
		if(ControlWord[3]==1'b1 && ControlWord[5]==1'b0)
			readback[2]=1'b1;
	end
end
always @(negedge WriteSignal) begin
	readback=3'd0;
end
always @(posedge ReadSignal) begin
	DataOut = ControlWord;
end
assign Data = (ReadSignal==1'b1)?DataOut:8'hzz;
endmodule
```
==> metrics.yaml <==
outcome: "finished, final reports clean"
ioPinCount: 55
dpl.cell_count: 159
vias_per_cell: 3.20
fillers: 602
yosys.area.top_type: "dfxtp_1"
rrSetupSlack_ns: 2.01
syn_inst: 47
dpl_cell_area_mm2: 0.00111
hold_depth: 0
powerDensity_mw_per_mm2: 597
stdcell_area_mm2: 0.00119
clock_sinks: 16
yosysCellCount: 47
setup_ws_ns: 0.237
antenna_cells: 0
holdCritPathClass: "in2reg"
crit_type: "reg2out"
grt_max_degree: 7
synthTopCellsByArea: "dfxtp_1 52%, mux2_2 38%, buf_4 3.6%"
setup_viol: 0
leakagePower_nw: 0.449
postRouteAntennaNets: 0
io_buffers: 42
cp_max_fo: 6
cp_slowest_stage_delay_ns: 0.43
hold_start: "Data[5]"
first_pass_iters: 2
reg2reg_depth: 0
syn_avg_cell_area_um2: 13.2
drive_gt1_share_pct: 30.1
die_h_um: 97
cap_violations: 0
antenna_found_initial: 0
yosysWarningCount: 8
highest_layer: "met4"
ys_types: 9
route.vias.total: 528
die_area_mm2: 0.00941
crit_required_ns: 2.00
dp_hpwl_um: 2130
cts_tree: "yes"
ir_worst_vdd_uv: 347
stdcell_count: 165
holdBufCountCts: 0
rsz0062_at_grt: "no"
openroad.warnings: 42
grt_pass1_wl_um: 3840
ys_chip_area_um2: 622
routed_wirelength_um: 2550
critPathCaptureType: "primary output"
wl_met1_um: 817
dr_wl_met2_um: 1420
rows: 27
netlist_area_um2: 622
overflow: 0
cts_setup_buffers: 0
final-hold-violation-count: 0
final_cell_mix: "42 x clkdlybuf4s50_1, 21 x mux2_2, 16 x dfxtp_1"
cpMaxStageDelayCell: "clkdlybuf4s50_1"
drv_slew: 0
fin_setup_tns_ns: 0
yosysTopAreaCellShare_pct: 51.5
cts_resized: 0
r2r-start: "ControlWord[6]"
worstPathCellList: "nand2b_1 > mux2_2 > clkdlybuf4s50_1"
initial_core_util_pct: 11.0
cts.clk_slew.worst_paths_ns: 0.04
place_ws_ns: 0.386
whs_endpoint: "ControlWord[5]"
drc_errors: 0
wl_met3_um: 291
lay_top_count: "clkdlybuf4s50_1"
syn_to_final_growth_pct: 92.2
critPathArrivalTime_ns: 1.76
track_usage_pct: 5.25
drtIter0Drc: 3
wl_per_cell_um: 15.5
gp_congestion: 0.719
coreArea_mm2: 0.00564
synth_flops: 16
fp.dieW_um: 97
reg2reg_to: "Data[6]"
critPathLaunchType: "register"
ys_seq_share_pct: 51.5
grt_pass1_vias: 586
-- synth_stat cells --
| master | instances |
|---|---|
| mux2_2 | 21 |
| dfxtp_1 | 16 |
| buf_4 | 3 |
| nand2b_1 | 2 |
| and2b_1 | 1 |
| buf_2 | 1 |
| conb_1 | 1 |
| nand3b_1 | 1 |
| nor2_2 | 1 |
-- stage by stage --
step	utilization, %	power, mW	hold WS [ns]
after floorplan	-	0.314	0.310
after global placement	19.7	0.409	0.337
after detailed placement	19.7	0.408	0.336
after CTS	21.2	0.731	0.302
after global routing	21.2	0.752	0.302
final	21.2	0.713	0.307
-- worst max-delay path, delay by kind of cell (launching register included) --
| family | cells | cell delay, ns |
|---|---|---|
| buf+inv | 1 | 0.43 |
| flops | 1 | 0.39 |
| mux | 1 | 0.38 |
| simple gates | 1 | 0.33 |
-- registers in the layout, indices dropped and copies added, names as in the netlist --
register     cells
ControlWord      8
Data             8
-- logic make-up after synthesis --
family                 Yosys count  share of synthesized area, %
multiplexers                    21                          38.0
flip-flops                      16                          51.5
AND/OR/NAND/NOR                  5                          5.43
buffers and inverters            4                          4.43
other                            1                         0.603
-- worst max-delay path by stage --
stage                     startpoint       end  slack (ns)  depth (start not counted)
after CTS             ControlWord[7]  cw1_o[4]        0.20                          3
after global routing  ControlWord[7]  cw1_o[0]        0.15                          3
final                 ControlWord[7]  cw1_o[3]        0.24                          3
-- metal layers --
layer | track usage, % | vias to the layer above
met5 | 0 | -
met4 | 0.676 | 0
met3 | 3.65 | 8
met2 | 9.51 | 20
met1 | 4.77 | 247
li1 | - | 253
-- final cells by class --
class	count	area, um2	area share, %
Clock buffer	6	82.6	6.91
Multi-Input combinational cell	29	282	23.6
Timing Repair Buffer	42	420	35.2
Sequential cell	16	320	26.8
Tap cell	72	90.1	7.54
-- where the power goes --
part / switching (mW) / total, mW / internal [mW]
combinational: 0.0240 / 0.119 / 0.0948
clock: 0.103 / 0.312 / 0.209
sequential: 0.0117 / 0.282 / 0.270
Power and IR drop assume default switching activity.
