[flow/config.mk]
export PLATFORM = sky130hd
export DESIGN_NAME = jt8255
export DESIGN_NICKNAME = jt8255
export VERILOG_FILES = /design/flow/design.v
export SDC_FILE = /design/flow/constraint.sdc
export NUM_CORES = 4
export LEC_CHECK = 1
export CORE_UTILIZATION = 30
[flow/constraint.sdc]
current_design jt8255

set clk_period 2.4
set clk_io_pct 0.2

create_clock -name clk0 -period $clk_period [get_ports {clk}]

set non_clock_inputs [all_inputs -no_clocks]
set_input_delay [expr $clk_period * $clk_io_pct] -clock clk0 $non_clock_inputs
set_output_delay [expr $clk_period * $clk_io_pct] -clock clk0 [all_outputs]
[flow/design.v]
module jt8255(
    input               rst,
    input               clk,
    input       [1:0]   addr,
    input       [7:0]   din,
    output reg  [7:0]   dout,
    input               rdn,
    input               wrn,
    input               csn,
    input       [7:0]   porta_din,
    input       [7:0]   portb_din,
    input       [7:0]   portc_din,
    output reg  [7:0]   porta_dout,
    output reg  [7:0]   portb_dout,
    output      [7:0]   portc_dout
);
localparam ISINA=4, ISINB=1, ISINCL=0, ISINCH=3;  
localparam INTRA=3, OBFA=7, ACKA=6, STBA=4, IBFA=5,  
           INTRB=0, OBFB=1, ACKB=2, STBB=2, IBFB=1;
localparam INTEA_OBF=6, INTEA_IBF=4, INTEB=2;
reg  [6:0] ctrl;
reg  [7:0] latch_a, latch_b, latch_c, ldin;
wire       mode_b,
           isin_a, isin_b, isin_cl, isin_ch;  
wire [1:0] mode_a;
wire       write, read;
reg        last_write, last_read;
reg        inte_a_obf, inte_a_ibf, inte_b;
wire       acka, ackb, stba, stbb;
reg        last_acka, last_ackb, last_stba;
wire       last_stbb;
assign read   = !rdn && !csn;
assign write  = !wrn && !csn;
assign mode_b = ctrl[2];
assign mode_a = ctrl[6:5];
assign isin_a  = ctrl[ISINA];
assign isin_b  = ctrl[ISINB];
assign isin_cl = ctrl[ISINCL];
assign isin_ch = ctrl[ISINCH];
assign acka    = portc_din[ACKA];
assign stba    = portc_din[STBA];
assign ackb    = portc_din[ACKB];
assign stbb    = portc_din[STBB];  
assign last_stbb = last_ackb;
always @(posedge clk, posedge rst) begin
    if( rst ) begin
        ctrl       <= 7'h1b;
        latch_a    <= 8'hff;
        latch_b    <= 8'hff;
        latch_c    <= 8'hff;
        inte_a_ibf <= 0;
        inte_a_obf <= 0;
        inte_b     <= 0;
        last_write <= 0;
        last_acka  <= 0;
        last_ackb  <= 0;
        last_stba  <= 0;
    end else begin
        last_write <= write;
        last_acka  <= acka;
        last_ackb  <= ackb;
        last_stba  <= stba;
        ldin       <= din;
        if( !write && last_write ) begin
            case( addr )
                2'd0: begin  
                    if( !isin_a || mode_a[1] ) begin
                        latch_a <= ldin;  
                        if( mode_a!=0 ) begin
                            latch_c[OBFA] <= 0;
                            if(inte_a_obf) latch_c[INTRA] <= 0;   
                        end
                    end
                end
                2'd1: begin  
                    if( !isin_b ) begin
                        latch_b <= ldin;  
                        if( mode_b ) begin
                            latch_c[OBFB] <= 0;
                            if(inte_b) latch_c[INTRB] <= 0;   
                        end
                    end                end
                2'd2: begin
                    if( mode_b )
                        inte_b <= ldin[INTEB];
                    else
                        latch_c[2:0] <= ldin[2:0];
                    if( (mode_a==0 || (mode_a[0]&&isin_a)) )
                        latch_c[7:6] <= ldin[7:6];
                    if( mode_a==0 || (mode_a[0]&&!isin_a) )
                        latch_c[5:4] <= ldin[5:4];
                    if( mode_a==0 )
                        latch_c[3] <= ldin[3];
                    if( mode_a[1] || (mode_a[0] && isin_a) )
                        inte_a_ibf <= ldin[INTEA_IBF];
                    if( mode_a[1] || (mode_a[0] && !isin_a) )
                        inte_a_obf <= ldin[INTEA_OBF];
                end
                2'd3: begin
                    if( ldin[7] ) begin
                        ctrl <= ldin[6:0];
                        if( !ldin[ISINCL] ) latch_c[3:0] <= 0;
                        if( !ldin[ISINCH] ) latch_c[7:4] <= 0;
                        if( !ldin[ISINB]  ) latch_b <= 0;
                        if( !ldin[ISINA]  ) latch_a <= 0;
                        inte_a_ibf <= 0;
                        inte_a_obf <= 0;
                        inte_b     <= 0;
                        if( ldin[2] ) begin
                            latch_c[IBFB] <= ~ldin[ISINB];  
                            latch_c[INTRB]<= ~ldin[ISINB];
                        end
                        if( ldin[6:5]!=0 ) begin
                            latch_c[IBFA] <= 0;
                            latch_c[OBFA] <= 1;
                            latch_c[INTRA]<= 0;
                        end
                    end else begin
                        latch_c[ ldin[3:1] ] <= ldin[0];
                        if( ldin[3:1]==INTEA_OBF ) inte_a_obf <= ldin[0];
                        if( ldin[3:1]==INTEA_IBF ) inte_a_ibf <= ldin[0];
                        if( ldin[3:1]==INTEB ) inte_b <= ldin[0];
                    end
                end
            endcase
        end
        if( mode_b && isin_b && stbb && !last_stbb ) begin
            latch_c[IBFB] <= 1;
            if( inte_b ) latch_c[INTRB] <= 1;
        end
        if( (mode_a[1] || (mode_a[0] && isin_a)) && stba && !last_stba ) begin
            latch_c[IBFA] <= 1;
            if( inte_a_ibf ) latch_c[INTRA] <= 1;
        end
        if( mode_a!=2'd00 ) begin
            if(!inte_a_ibf && !inte_a_obf) latch_c[INTRA] <= 0;
            if( (!isin_a || mode_a[1]) && acka && !last_acka ) begin
                latch_c[INTRA] <= 1;
                latch_c[OBFA]  <= 1;
            end
            if( (isin_a || mode_a[1]) && read && !last_read && addr==2'd0 ) begin
                latch_c[INTRA] <= 0;
                latch_c[IBFA]  <= 0;
            end
        end
        if( mode_b ) begin
            if(!inte_b) latch_c[INTRB] <= 0;
            if( !isin_b && ackb && !last_ackb ) begin
                latch_c[INTRB] <= 1;
                latch_c[OBFB]  <= 1;
            end
            if( isin_b && read && !last_read && addr==2'd1 ) begin
                latch_c[INTRB] <= 0;
                latch_c[IBFB]  <= 0;
            end
        end
    end
end
always @(posedge clk, posedge rst) begin
    if( rst ) begin
        dout      <= 8'hff;
        last_read <= 0;
    end else begin
        last_read <= read;
        if( read ) begin
            case( addr )
                2'd0: dout <= isin_a ? porta_din : latch_a;
                2'd1: dout <= isin_b ? portb_din : latch_b;
                2'd2: begin  
                    dout[7:4] <= isin_ch ? portc_din[7:4] : latch_c[7:4];
                    dout[3:0] <= isin_cl ? portc_din[3:0] : latch_c[3:0];
                    if( mode_b )
                        dout[2:0] <= { ackb, latch_c[1:0] };
                    if( mode_a!=0 )
                        dout[3] <= latch_c[INTRA];
                    if( (mode_a[0] && !isin_a) || mode_a[1] )
                        dout[5:4] <= { acka, latch_c[4] };
                    if( (mode_a[0] && isin_a) || mode_a[1] )
                        dout[7:6] <= { latch_c[OBFA], acka };
                end
                2'd3: dout <= { 1'b1, ctrl };
            endcase
        end
    end
end
assign portc_dout = latch_c;
always @(posedge clk) begin
    porta_dout <= isin_a ? porta_din : latch_a;
    portb_dout <= isin_b ? portb_din : latch_b;
end
endmodule
[flow/run.sh]
#!/bin/bash
# OpenROAD 26Q1-2900-gdf79404cd8, Yosys 0.63+post, stock flow scripts
make -C /OpenROAD-flow-scripts/flow DESIGN_CONFIG=/design/flow/config.mk WORK_HOME=/design/flow/orfs finish
==> flow_metrics.tcl <==
# metrics dict for downstream scripts
set metrics [dict create \
    drc 0 \
    die_h_um 112 \
    cts-root-buf "clkbuf_16" \
    r2r-end "latch_c[7]" \
    htreeDepth 3 \
    crit_fanout 9 \
    synth.most_common_cell "o21ai_0" \
    row_count 39 \
    grt_start_max_net_pins 39 \
    synthToLayoutAreaGrowth_pct 35.8 \
    placed_area_um2 4640 \
    final_design_area_no_fill_um2 4960 \
    maxSlewHeadroom_pct 50.9 \
    cts_sinks 71 \
    clk_pin_slew_ns 0.06 \
    power_density_nw_per_um2 902 \
    grt.total_usage_pct 18.4 \
    p_int_uw 3190 \
    topRoutingLayerUsed "met4" \
    crit_type "flop to flop" \
    report.final.slew_viol_count 0 \
    cp-startpoint "ldin[1]" \
    rsz0062_at_grt "no" \
    synth_warnings 1 \
    finalWirelength_mm 10.9 \
    initial_core_util_pct 31.3 \
    hold_path.class "input pin to asynchronous set/reset pin" \
    timing.critical_path.to "latch_c[7]" \
    postSynthSeqShare_pct 48.8 \
    ys_cells 377 \
    largest_area_cell "dfstp_2" \
    dp_hpwl_mm 7.84 \
    drive_above_1_share_pct 22.8 \
    ys_types 55 \
    ant_nets 0 \
    synthTopCellsByArea "dfstp_2, dfxtp_1, dfrtp_1" \
    num_io_pins 71 \
    r2r_cells 7 \
    vias 3257 \
    cts_resized 0 \
    ys.flop_type "dfstp_2" \
    routedWlPerCell_um 17.9 \
    max_clock_freq_mhz 478 \
    drtIter0Drc 195 \
    gp_congestion 0.912 \
    holdBufCountCts 0 \
    reg2reg_from "ldin[1]" \
    finalCriticalPeriod_ns 2.09 \
    r2r_slack_ns 0.31 \
    hold_viol_final 0 \
    worstPathArrival_ns 2.35 \
    io_buffers 70 \
    fillers 1079 \
    power_leakage_uw 0.00192 \
    yosysChipArea_um2 3650 \
    die_w_um 112 \
    common_cells "o21ai_0, dfstp_2, nand2_1" \
    post-route-period-util_pct 87.1 \
    grt_pass1_wl_mm 17.3 \
    drv_cap 0 \
    worst_pin_slew_ns 0.737 \
    drt-pass1-iter-count 17 \
    holdWs_ns 0.477 \
    peakVddDrop_mv 0.290 \
    status "finished, final reports clean" \
    finalSetupViolCount 0 \
    endpoint_kind "flop" \
    syn_avg_cell_area_um2 9.69 \
    wl_met1_mm 4.94 \
    core_area_um2 11700 \
    p_switching_uw 1280 \
    via_per_inst 5.36 \
    antenna_found_initial 0 \
    combPwrFrac_pct 26.2 \
    clock_latency_ns 0.33 \
    swShare_pct 28.6 \
    crit_required_ns 2.66 \
    setup_tns_ns 0 \
    synth_area_um2 3650 \
    cts_tree "yes" \
    clock_path_buffers 2 \
    edf_count 8 \
    gr-total-overflow 0 \
    clock_skew_ns 0.00772 \
    clockPowerShare_pct 31.5 \
    chip_area_um2 12600 \
    cp-start-kind "flop" \
    async_flop_share_pct 66.2 \
    yosys.area.top_type_share_pct 25.9 \
    grt_pass1_vias 3157 \
    antenna_cells 0 \
    postCtsSetupRepairBufs 0 \
    pwr-share-seq_pct 42.3 \
    numCtsBuffers 9 \
    wl_met3_um 847 \
    ys.flops 71 \
    met2_length_mm 4.87 \
    warnings 28 \
    netlist_instances 377 \
]
-- worst max-delay path, stage by stage (launching register included) --
cell      delay (ns)
edfxtp_1        0.34
inv_1           0.10
ha_1            0.22
ha_1            0.42
nand2_1         0.08
a221oi_1        0.33
o22ai_1         0.16
a221o_1         0.37
-- cell type report --
type / count / area, um^2 / share of cell area [%]
well taps: 143 / 179 / 3.61
flip-flops and latches: 71 / 1780 / 35.9
inverters: 16 / 60.1 / 1.21
multi-input cells: 266 / 1710 / 34.5
clock buffers: 11 / 254 / 5.12
repair buffers: 96 / 908 / 18.3
clock inverters: 5 / 63.8 / 1.29
-- flip-flops by register name, indices dropped and copies added (netlist names) --
name and flops:
inte_a_obf 1, last_ackb 1, inte_b 1, dout 8, portb_dout 8, latch_c 8
latch_a 8, ctrl 7, last_stba 1, latch_b 8, last_acka 1, last_write 1
last_read 1, inte_a_ibf 1, ldin 8, porta_dout 8
-- layout by cell type (no fill, tap or decap), types with 7 or more instances in the layout --
| cell | synthesis | routed |
|---|---|---|
| clkbuf_16 | 0 | 10 |
| nor3_1 | 9 | 9 |
| nor2_1 | 29 | 29 |
| nand2_1 | 32 | 32 |
| clkdlybuf4s50_1 | 0 | 70 |
| buf_4 | 1 | 25 |
| edfxtp_1 | 8 | 8 |
| dfrtp_1 | 11 | 11 |
| o21ai_0 | 44 | 44 |
| mux2_2 | 22 | 22 |
| dfxtp_1 | 16 | 16 |
| nor2b_1 | 10 | 10 |
| inv_1 | 15 | 14 |
| o22ai_1 | 7 | 7 |
| a21oi_1 | 17 | 17 |
| dfstp_2 | 36 | 36 |
| a31oi_1 | 7 | 7 |
| nand3_1 | 12 | 12 |
-- metal layers --
metal  track usage, %  vias up
li1                 -     1550
met1             28.0     1541
met5                0        -
met3             5.01       16
met4             3.47        0
met2             27.2      150
-- cells by family (layout without fill, tap and decap cells) --
group	count (synthesis)	in the layout	share of synthesized area (%)
and+or+nand+nor	112	112	14.8
AOI/OAI and AO/OA	120	120	21.0
muxes	29	29	9.32
adders and majority gates	5	5	1.71
buffers and inverters	40	128	4.35
DFF	71	71	48.8
-- metrics by stage --
stage | instances | setup slack (ns) | utilization [%] | power, uW
after floorplan | 377 | 0.113 | - | 2430
after global placement | 592 | 0.227 | 39.8 | 3090
after detailed placement | 592 | 0.213 | 39.8 | 3080
after CTS | 608 | 0.325 | 42.5 | 4510
after global routing | 608 | 0.117 | 42.5 | 4730
final | 608 | 0.310 | 42.5 | 4470
-- power groups by stage --
stage	sequential (uW)	combinational (uW)	clock (uW)
after global routing	1930	1290	1500
final	1890	1170	1410
after CTS	1890	1180	1440
-- worst min-delay path by stage --
| stage | start | to | slack (ns) | cells past startpoint |
|---|---|---|---|---|
| global route | rst | last_read | 0.49 | 2 |
| CTS | rst | last_read | 0.48 | 2 |
| finish | rst | last_read | 0.48 | 2 |
Power figures rest on the tool's default switching activity, not on a simulated workload.
